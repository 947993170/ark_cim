<file path="/design/flow/design.v">
module StdAES_Optimized_AES_Core (din, dout, sel);
   input  [127:0] din;
   input  [  1:0] sel;
   output [127:0] dout;
   wire [31:0] st0, st1, st2, st3,  
               sb0, sb1, sb2, sb3,  
               sr0, sr1, sr2, sr3,  
               sc0, sc1, sc2, sc3,  
               sk0, sk1, sk2, sk3;  
   assign st0 = din[127:96];
   assign st1 = din[ 95:64];
   assign st2 = din[ 63:32];
   assign st3 = din[ 31: 0];
   assign sr0 = {st0[31:24], st1[23:16], st2[15: 8], st3[ 7: 0]};
   assign sr1 = {st1[31:24], st2[23:16], st3[15: 8], st0[ 7: 0]};
   assign sr2 = {st2[31:24], st3[23:16], st0[15: 8], st1[ 7: 0]};
   assign sr3 = {st3[31:24], st0[23:16], st1[15: 8], st2[ 7: 0]};
   StdAES_Optimized_MixColumns MC0 (sr0, sc0);
   StdAES_Optimized_MixColumns MC1 (sr1, sc1);
   StdAES_Optimized_MixColumns MC2 (sr2, sc2);
   StdAES_Optimized_MixColumns MC3 (sr3, sc3);
   assign sk0 = (sel == 2'b00) ? din[127:96] : (sel == 2'b10) ? sr0 : sc0 ;
   assign sk1 = (sel == 2'b00) ? din[ 95:64] : (sel == 2'b10) ? sr1 : sc1 ;
   assign sk2 = (sel == 2'b00) ? din[ 63:32] : (sel == 2'b10) ? sr2 : sc2 ;
   assign sk3 = (sel == 2'b00) ? din[ 31: 0] : (sel == 2'b10) ? sr3 : sc3 ;
   assign dout = kin ^ {sk0, sk1, sk2, sk3};
endmodule  
module StdAES_Optimized_MixColumns(x, y);
   input  [31:0]  x;
   output [31:0]  y;
   wire [7:0]    a0, a1, a2, a3;
   wire [7:0]    b0, b1, b2, b3;
   wire [7:0]    c0, c1, c2, c3;
   assign a0 = x[31:24];
   assign a1 = x[23:16];
   assign a2 = x[15: 8];
   assign a3 = x[ 7: 0];
   assign b0 = xtime(a0);
   assign b1 = xtime(a1);
   assign b2 = xtime(a2);
   assign b3 = xtime(a3);
   assign c0 = a0^b0;
   assign c1 = a1^b1;
   assign c2 = a2^b2;
   assign c3 = a3^b3;
   assign y[31:24] =    b0 ^ a1^b1 ^ a2    ^ a3;
   assign y[23:16] = a0        ^b1 ^ a2^b2 ^ a3;
   assign y[15: 8] = a0    ^ a1        ^b2 ^ a3^b3;
   assign y[ 7: 0] = a0^b0 ^ a1    ^ a2        ^b3;
   function [7:0] xtime;
      input [7:0] x;
      xtime = (x[7]==1'b0)? {x[6:0],1'b0} : {x[6:0],1'b0} ^ 8'h1B;
   endfunction
endmodule  
</file>
<file path="/design/flow/run.sh">
#!/bin/bash
# OpenROAD 26Q1-2900-gdf79404cd8, Yosys 0.63+post, stock flow scripts
make -C /OpenROAD-flow-scripts/flow DESIGN_CONFIG=/design/flow/config.mk WORK_HOME=/design/flow/orfs finish
</file>
<file path="/design/flow/config.mk">
export PLATFORM = sky130hd
export DESIGN_NAME = StdAES_Optimized_AES_Core
export DESIGN_NICKNAME = StdAES_Optimized_AES_Core
export VERILOG_FILES = /design/flow/design.v
export SDC_FILE = /design/flow/constraint.sdc
export NUM_CORES = 4
export LEC_CHECK = 1
export CORE_UTILIZATION = 30
</file>
<file path="/design/flow/constraint.sdc">
current_design StdAES_Optimized_AES_Core

set clk_period 11.3
set clk_io_pct 0.2

create_clock -name clk0 -period $clk_period

set non_clock_inputs [all_inputs -no_clocks]
set_input_delay [expr $clk_period * $clk_io_pct] -clock clk0 $non_clock_inputs
set_output_delay [expr $clk_period * $clk_io_pct] -clock clk0 [all_outputs]
</file>
==> out/metrics.csv <==
metric,value,unit
slew at the pin closest to its max-slew limit,0.780,ns
"most used cell, CP",xnor2_1,
Worst Hold Depth,4,
vias per inst,4.80,
Total Routed Length,25.9,mm
min Tclk post-route,6.81,ns
Tool Warnings,35,
initial antenna violation count,1,
CP startpoint kind,input port,
DRC viols,0,
setup violators final,0,
clkbuf count,0,
fp_density,30.6,%
Ys Warns,3,
GRT overflow,0,
Worst Hold Class,input port to output pin,
commonest cells in the netlist,"xnor2_1 (322), xor2_1 (74), a211oi_1 (56), a21oi_1 (56), nor2b_1 (56)",
pwr/cell area,74.5,mW/mm²
Pint,0.407,mW
Fill cells,2214,
Yosys top cell by instances,xnor2_1,
max-slew violations,0,
"area share, top type",42.3,%
Worst slew margin,48.0,%
max_cap viols,0,
Mapped Area,0.00667,mm²
CP required,9.04,ns
max incr delay on CP,0.63,ns
setup_tns,0,ns
wl on met1,11.8,mm
layout cell share with drive strength beyond 1,5.09,%
register area,0,µm²
Core ar.,0.0218,mm²
Ports,258,
via count,6162,
Crit path max-delay family,buffers and inverters,
hold buffers post-CTS,0,
FMAX,0.147,GHz
WL met2,12.0,mm
number of port buffers,257,
switching pwr,0.277,mW
crit-path cells,"clkdlybuf4s50_1, xnor2_1, xnor2_1, xnor2_1, a21oi_1, clkdlybuf4s50_1",
switching share of power,40.4,%
Crit-path slowest cell,clkdlybuf4s50_1,
max layer used,met4,
post-CTS sizing,0,
post-route ant nets,0,
final hold vios,0,
Total Power,0.684,mW
CP Buf/Inv Count,2,
met3 wire length,1.88,mm
GPL Wtd Cong,0.904,
"area leader, netlist",xnor2_1,
initial DRC count,256,
Synth Seq Share,0,%
status,finished clean,
comb. cell area,0.00621,mm²
crit path DAT,4.55,ns
hold_sp,sel[0],
Die W,151,µm
Worst Setup End Kind,output pin,
area grow syn2layout,37.6,%
Die Span Y,151,µm
WS Path Type,input port to output pin,
GRT Total Usage,22.8,%
Yosys chip area,0.00667,mm²
Flops,0,
peak supply drop,0.0420,mV
Final Cycle Share,60.3,%
ys cells,842,
instance count of the mapped netlist,842,
die area,0.0228,mm²
Cell area leaders,"xnor2_1 (42%), xor2_1 (9.7%), a211oi_1 (6.3%)",
Synth cell types,24,
LEAKAGE,3.23,nW
vias in the first global route,6171,
worst-path fanout max,5,
cell row count,54,
RSZ-0062 raised after global routing,no,
DP Wirelength,20.9,mm
"Avg Cell Area, Syn",7.92,µm²
hold worst-path end,dout[100],
total setup buffers inserted after CTS,0,
mean routed wirelength per cell,20.2,µm
first-pass GRT wire length,38.1,mm
largest net degree at the start of global routing,182,
drt pass-1 iters,4,
==> through the flow <==
step / instances / hold WS, ns / utilization (%) / setup slack, ns / instance area [µm²]
final: 1283 / 5.27 / 42.0 / 4.49 / 9180
after global routing: 1282 / 5.31 / 42.0 / 4.38 / 9170
after CTS: 1282 / 5.27 / 42.0 / 4.42 / 9170
after detailed placement: 1282 / 5.26 / 42.0 / 4.44 / 9170
after global placement: 1282 / 5.26 / 42.0 / 4.44 / 9170
after floorplan: 842 / 4.58 / - / 5.80 / 6670
==> power by group through the flow <==
stage | Sequential, mW | Clock, mW | Combinational [mW]
after CTS | 0 | 0 | 0.691
after global routing | 0 | 0 | 0.744
==> routing by layer <==
metal | vias to the layer above | GRT usage (%)
met5 | - | 0
met4 | 0 | 2.20
met3 | 15 | 4.45
met2 | 201 | 37.3
met1 | 2879 | 32.1
li1 | 3067 | -
==> layout by cell type (no fill, tap or decap) <==
master / instances
inv_1: 1
buf_4: 3
a21oi_1: 56
xnor3_1: 12
conb_1: 1
xnor2_1: 322
a211oi_1: 56
xnor2_2: 10
nor2b_1: 56
a21o_1: 28
buf_6: 1
nand2_1: 11
o21ai_1: 3
buf_12: 1
xnor2_4: 1
nor2_1: 28
clkdlybuf4s50_1: 255
mux2i_1: 40
diode_2: 1
xor2_2: 4
o21ai_0: 8
mux2_2: 30
mux2_4: 1
xor2_1: 74
==> cells by family (layout without fill, tap and decap cells) <==
group           count (synthesis)  after routing  share of synthesized area, %
xor+xnor                      423            423                          59.9
simple gates                   95             95                          7.45
other cells                     1              2                        0.0562
compound gates                151            151                          14.5
mux                            71             71                          11.3
buf+inv                       101            261                          6.85
==> worst max-delay path by stage <==
| stage | start | to | slack [ns] | cells past startpoint |
|---|---|---|---|---|
| 5_1_grt | din[70] | dout[46] | 4.38 | 6 |
| 6_report | din[70] | dout[46] | 4.49 | 6 |
| 4_1_cts | din[70] | dout[46] | 4.42 | 6 |
==> area by class of cell <==
class,count,share of cell area (%)
inverter,1,0.0409
tap,280,3.82
multi-input combinational,741,67.7
timing repair buffer,260,28.4
antenna,1,0.0273
Power figures rest on the tool's default switching activity, not on a simulated workload.
